==> flow/design.v <==
`timescale 1ns / 1ps
module ControlUnit(
	instr, 
	Comp, Branch, nPc_sel, ExtOp, clr_sel,
	ALUctr, ALUsrc_A, ALUsrc_B, AO_Sel, MD_ctr, Start,
	MemWr, save_Sel, 
	load_Sel, RegWr, RegDst, MemtoReg, RegWr_sel);
	parameter 
	ADD   = 12'b000000_100000,
	ADDI  = 6'b001000,
	ADDIU = 6'b001001,
	ADDU  = 12'b000000_100001,
	AND   = 12'b000000_100100,
	ANDI  = 6'b001100,
	BEQ   = 6'b000100,
	BGEZ  = 11'b000001_00001,
	BGTZ  = 11'b000111_00000,
	BLEZ  = 11'b000110_00000,
	BLTZ  = 11'b000001_00000,
	BNE   = 6'b000101,
	J     = 6'b000010,
	JAL   = 6'b000011,
	JALR  = 12'b000000_001001,
	JR    = 12'b000000_001000,
	LB    = 6'b100000,
	LBU   = 6'b100100,
	LH    = 6'b100001,
	LHU   = 6'b100101,
	LUI   = 6'b001111,
	LW    = 6'b100011,
	NOR   = 12'b000000_100111,
	OR    = 12'b000000_100101,
	ORI   = 6'b001101,
	SB    = 6'b101000,
	SH    = 6'b101001,
	SLL   = 12'b000000_000000,
	SLLV  = 12'b000000_000100,
	SLT   = 12'b000000_101010,
	SLTI  = 6'b001010,
	SLTIU = 6'b001011,
	SLTU  = 12'b000000_101011,
	SRA   = 12'b000000_000011,
	SRAV  = 12'b000000_000111,
	SRL   = 12'b000000_000010,
	SRLV  = 12'b000000_000110,
	SUB   = 12'b000000_100010,
	SUBU  = 12'b000000_100011,
	SW    = 6'b101011,
	XOR   = 12'b000000_100110,
	XORI  = 6'b001110,
	MFHI  = 12'b000000_010000,
	MFLO  = 12'b000000_010010,
	MTHI  = 12'b000000_010001,
	MTLO  = 12'b000000_010011,
	MULT  = 12'b000000_011000,
	MULTU = 12'b000000_011001,
	DIV   = 12'b000000_011010,
	DIVU  = 12'b000000_011011,
	MOVZ  = 12'b000000_001010,
	BGEZAL = 11'b000001_10001,
	MADD = 6'b011100;
	input [31:0] instr;
	wire [5:0] Op, Funct;
	wire [4:0] Brtype;
	assign Op = instr[31:26];
	assign Funct = instr[5:0];
	assign Brtype = instr[20:16];
	wire add;
	assign add = ({Op, Funct} == ADD) ? 1 : 0;
	wire addu;
	assign addu = ({Op, Funct} == ADDU) ? 1 : 0;
	wire andd;
	assign andd = ({Op, Funct} == AND) ? 1 : 0;
	wire bgez;
	assign bgez = ({Op, Brtype} == BGEZ) ? 1 : 0;
	wire bgtz;
	assign bgtz = ({Op, Brtype} == BGTZ) ? 1 : 0;
	wire blez;
	assign blez = ({Op, Brtype} == BLEZ) ? 1 : 0;
	wire bltz;
	assign bltz = ({Op, Brtype} == BLTZ) ? 1 : 0;
	wire jalr;
	assign jalr = ({Op, Funct} == JALR) ? 1 : 0;
	wire jr;
	assign jr = ({Op, Funct} == JR) ? 1 : 0;
	wire norr;
	assign norr = ({Op, Funct} == NOR) ? 1 : 0;
	wire orr;
	assign orr = ({Op, Funct} == OR) ? 1 : 0;
	wire sll;
	assign sll = ({Op, Funct} == SLL) ? 1 : 0;
	wire sllv;
	assign sllv = ({Op, Funct} == SLLV) ? 1 : 0;
	wire slt;
	assign slt = ({Op, Funct} == SLT) ? 1 : 0;
	wire sltu;
	assign sltu = ({Op, Funct} == SLTU) ? 1 : 0;
	wire sra;
	assign sra = ({Op, Funct} == SRA) ? 1 : 0;
	wire srav;
	assign srav = ({Op, Funct} == SRAV) ? 1 : 0;
	wire srl;
	assign srl = ({Op, Funct} == SRL) ? 1 : 0;
	wire srlv;
	assign srlv = ({Op, Funct} == SRLV) ? 1 : 0;
	wire sub;
	assign sub = ({Op, Funct} == SUB) ? 1 : 0;
	wire subu;
	assign subu = ({Op, Funct} == SUBU) ? 1 : 0;
	wire xorr;
	assign xorr = ({Op, Funct} == XOR) ? 1 : 0;
	wire addi;
	assign addi = (Op == ADDI) ? 1 : 0;
	wire addiu;
	assign addiu = (Op == ADDIU) ? 1 : 0;
	wire andi;
	assign andi = (Op == ANDI) ? 1 : 0;
	wire beq;
	assign beq = (Op == BEQ) ? 1 : 0;
	wire bne;
	assign bne = (Op == BNE) ? 1 : 0;
	wire j;
	assign j = (Op == J) ? 1 : 0;
	wire jal;
	assign jal = (Op == JAL) ? 1 : 0;
	wire lb;
	assign lb = (Op == LB) ? 1 : 0;
	wire lbu;
	assign lbu = (Op == LBU) ? 1 : 0;
	wire lh;
	assign lh = (Op == LH) ? 1 : 0;
	wire lhu;
	assign lhu = (Op == LHU) ? 1 : 0;
	wire lui;
	assign lui = (Op == LUI) ? 1 : 0;
	wire lw;
	assign lw = (Op == LW) ? 1 : 0;
	wire ori;
	assign ori = (Op == ORI) ? 1 : 0;
	wire sb;
	assign sb = (Op == SB) ? 1 : 0;
	wire sh;
	assign sh = (Op == SH) ? 1 : 0;
	wire slti;
	assign slti = (Op == SLTI) ? 1 : 0;
	wire sltiu;
	assign sltiu = (Op == SLTIU) ? 1 : 0;
	wire sw;
	assign sw = (Op == SW) ? 1 : 0;
	wire xori;
	assign xori = (Op == XORI) ? 1 : 0;
	wire movz;
	assign movz = ({Op, Funct} == MOVZ) ? 1 : 0;
	wire bgezal;
	assign bgezal = ({Op, Brtype} == BGEZAL) ? 1 : 0;
	wire mfhi;
	assign mfhi = ({Op, Funct} == MFHI) ? 1 : 0;
	wire mflo;
	assign mflo = ({Op, Funct} == MFLO) ? 1 : 0;
	wire mthi;
	assign mthi = ({Op, Funct} == MTHI) ? 1 : 0;
	wire mtlo;
	assign mtlo = ({Op, Funct} == MTLO) ? 1 : 0;
	wire mult;
	assign mult = ({Op, Funct} == MULT) ? 1 : 0;
	wire multu;
	assign multu = ({Op, Funct} == MULTU) ? 1 : 0;
	wire div;
	assign div = ({Op, Funct} == DIV) ? 1 : 0;
	wire divu;
	assign divu = ({Op, Funct} == DIVU) ? 1 : 0;
	wire madd;
	assign madd = (Op == MADD) ? 1 : 0;
	output [2:0] Comp;
	assign Comp = {bltz|bgez|movz|bgezal, blez|bgtz|movz, bne|bgtz|bgez|bgezal};
	output Branch;
	assign Branch = beq|bne|blez|bgtz|bltz|bgez|bgezal;
	output [1:0] clr_sel;
	assign clr_sel = {1'b0, movz|bgezal};
	output [1:0] nPc_sel;
	assign nPc_sel = {jr|jalr, j|jal};  
	output [1:0] ExtOp;
	assign ExtOp = {sll|srl|sra,
					lb|lbu|lh|lhu|lw|sb|sh|sw|addi|addiu|slti|sltiu|beq|bne|blez|bgez|bltz|bgez|bgezal};
	output [3:0] ALUctr;
	assign ALUctr = {sra|srav|srl|srlv|slt|slti|sltu|sltiu,
					 xorr|xori|norr|sll|sllv|slt|slti|sltu|sltiu,
					 orr|ori|andd|andi|sll|sllv|srl|srlv,
					 sub|subu|andd|andi|norr|sllv|srav|srlv|sltu|sltiu};
	output ALUsrc_A;
	assign ALUsrc_A = sll|sra|srl; 
	output ALUsrc_B;
	assign ALUsrc_B = lb|lbu|lh|lhu|lw|sb|sh|sw|sll|srl|sra|addi|addiu|andi|ori|xori|slti|sltiu;
	output [2:0] AO_Sel;
	assign AO_Sel = {mflo, movz|mfhi, lui|mfhi};
	output Start;
	assign Start = mult|multu|div|divu|madd;
	output [2:0] MD_ctr;
	assign MD_ctr = {mthi|mtlo|madd, div|divu|madd, multu|divu|mtlo}; 
	output MemWr;
	assign MemWr = sw|sb|sh;
	output [1:0] save_Sel;
	assign save_Sel = {sh, sb}; 
	output [2:0] load_Sel;
	assign load_Sel = {lhu, lh|lbu, lb|lbu};
	output [1:0] MemtoReg;
	assign MemtoReg = {jal|jalr|bgezal, lw|lb|lh|lbu|lhu};
	output [1:0] RegDst;
	assign RegDst = {jal|bgezal, 
					 jalr|add|addu|sub|subu|slt|sltu|sll|srl|sra|sllv|srlv|srav|andd|orr|xorr|norr|movz|mfhi|mflo};
	output RegWr;
	assign RegWr = !(sb|sh|sw|beq|bne|blez|bgtz|bltz|bgez|j|mthi|mtlo|mult|multu|div|divu|madd);
	output RegWr_sel;
	assign RegWr_sel = 1'b0;
endmodule
==> flow/run.sh <==
#!/bin/bash
# OpenROAD 26Q1-2900-gdf79404cd8, Yosys 0.63+post, stock flow scripts
make -C /OpenROAD-flow-scripts/flow DESIGN_CONFIG=/design/flow/config.mk WORK_HOME=/design/flow/orfs finish
==> flow/config.mk <==
export PLATFORM = sky130hd
export DESIGN_NAME = ControlUnit
export DESIGN_NICKNAME = ControlUnit
export VERILOG_FILES = /design/flow/design.v
export SDC_FILE = /design/flow/constraint.sdc
export NUM_CORES = 4
export LEC_CHECK = 1
export CORE_AREA = 10 10 74 74
export DIE_AREA = 0 0 84 84
==> flow/constraint.sdc <==
current_design ControlUnit

set clk_period 4.2
set clk_io_pct 0.2

create_clock -name clk0 -period $clk_period

set non_clock_inputs [all_inputs -no_clocks]
set_input_delay [expr $clk_period * $clk_io_pct] -clock clk0 $non_clock_inputs
set_output_delay [expr $clk_period * $clk_io_pct] -clock clk0 [all_outputs]
==> reports/highlights.md <==
### Synth
- yosys stat cell total: 127
- proportion of netlist area held by the largest area contributor: 6.74%
- cell type with the largest total area: sky130_fd_sc_hd__nor2_1
- area reported by Yosys stat: 724 um2
- Mapped Area: 724 um2
- Compound-Gate Fraction of Synth Area: 31.6%
- Ys Warns: 0
- share of synthesized cell area in full adder, half adder and majority cells: 0%
- main kind of combinational logic by area: simple AND/OR/NAND/NOR gates
- area fraction in xor and xnor cells: 2.42%
- and+or+nand+nor area frac: 50.1%
- Seq share, synth: 0%
- Main area contributors: sky130_fd_sc_hd__nor2_1, sky130_fd_sc_hd__nand3_1, sky130_fd_sc_hd__nor3_1
- MUX area fraction: 1.55%
- synthesized area per cell: 5.70 um2
- number of instances in the synthesized netlist: 127
- tally of unique sky130hd cells used after synthesis: 42

### Floorplan
- Initial Util: 18.2%
- Placement Rows: 23
- Die ar.: 7060 um2
- I/O pin cnt: 67
- overall die height: 84 um
- placeable core region: 3970 um2
- die extent in x: 84 um

### Place
- RePlAce Congestion: 0.873
- total half-perimeter wirelength after legalization and detailed placement: 2690 um
- total instance count after detailed placement: 228
- count of buffers from port buffering: 50

### Run
- count of maximum capacitance violations: 0
- warning total across the stage logs: 47

### Timing
- RSZ-0062 raised after global routing: no
- setup violators final: 0
- Tmin final: 4.05 ns
- maximum clock rate: 247 MHz
- number of max-slew violations in the final report: 0
- total negative setup slack: 0 ns
- post-route fraction of the period consumed by the critical path: 96.5%
- Final Hold Violation Tally: 0

### Critical path
- Worst setup EP type: output pin
- sort of element at the start of the critical path: input pin
- data required time at the worst endpoint: 3.36 ns
- critical path type: in -> out
- arrival time worst endpoint: 3.21 ns
- critical path fanouts, max: 12

### Power
- final total power: 0.0000824 W
- worst IR drop on VDD: 0.0000146 V
- standby leakage power: 0.483 nW
- Pwr per Cell Area: 62.1 nW/um2

### Layout
- relative area change from synthesis to final layout: 83.1%
- registers: 0
- layout cells sized above 1: 11.8%
- commonest cells after routing, fill and taps aside: sky130_fd_sc_hd__clkdlybuf4s50_1, sky130_fd_sc_hd__buf_4, sky130_fd_sc_hd__nor2_1
- number of non-filler instances in the completed layout: 228
- sequential standard cell area: 0 um2
- most common logic cell in the routed design: sky130_fd_sc_hd__clkdlybuf4s50_1
- clkbuf count: 0

### Drt
- number of DRC markers after the initial detailed-route iteration: 63
- detailed-route via count: 1065
- average wire per standard cell: 13.9 um
- antenna-violating nets left: 0
- DRC errors left: 0
- average vias per placed instance: 4.67
- routed wire length: 3170 um
- total iterations of the first detailed-routing run: 4
- number of antenna diodes: 0

### Clocking
- Setup Buffers After CTS: 0
- cts hold-fix bufs: 0
- number of gates resized after cts: 0

### GRT
- largest net degree at the start of global routing: 13
- initial antenna violation count: 0
- first-pass GRT wire length: 4970 um
- number of global-route vias before repair: 1006
- grt total ovfl: 0
- global routing usage summed across all routing layers: 8.10%

### Worst hold path
- Hold Crit Class: in -> out

### Outcome
- outcome: completed

==> worst paths after layout <==
| check | start | end | slack [ns] | cells after the start |
|---|---|---|---|---|
| max | instr[27] | AO_Sel[0] | 0.15 | 6 |
| min | instr[20] | clr_sel[0] | 2.70 | 4 |
==> stage by stage <==
step	worst slack [ns]	util, %	hold slack [ns]	cell area (um2)
after global placement	0.142	33.4	2.70	1330
after CTS	0.177	33.4	2.71	1330
after global routing	0.0594	33.4	2.75	1330
after detailed placement	0.189	33.4	2.70	1330
after floorplan	1.21	-	1.70	728
final	0.149	33.4	2.70	1330
==> synth_stat cells, types with 2 or more instances <==
library cell and instances:
sky130_fd_sc_hd__nor2_1 13, sky130_fd_sc_hd__nor3_1 8, sky130_fd_sc_hd__buf_4 2, sky130_fd_sc_hd__nand2_1 10
sky130_fd_sc_hd__nand3_1 8, sky130_fd_sc_hd__a21oi_1 7, sky130_fd_sc_hd__a31o_2 2, sky130_fd_sc_hd__inv_1 8
sky130_fd_sc_hd__nor2b_1 3, sky130_fd_sc_hd__or4_1 2, sky130_fd_sc_hd__buf_2 2, sky130_fd_sc_hd__o22ai_1 3
sky130_fd_sc_hd__o21ai_0 7, sky130_fd_sc_hd__o21a_1 2, sky130_fd_sc_hd__xnor2_1 2, sky130_fd_sc_hd__clkbuf_1 8
sky130_fd_sc_hd__nor4_1 4, sky130_fd_sc_hd__nand2b_1 4, sky130_fd_sc_hd__or3_1 3, sky130_fd_sc_hd__o211ai_1 4
sky130_fd_sc_hd__nand3b_1 3, sky130_fd_sc_hd__a31oi_1 2
==> power by group <==
part / internal (W) / total [W] / leakage (nW) / switching (W)
Clock: 0 / 0 / 0 / 0
Combinational: 0.0000435 / 0.0000824 / 0.483 / 0.0000389
Sequential: 0 / 0 / 0 / 0
Total: 0.0000435 / 0.0000824 / 0.483 / 0.0000389
==> kinds of logic (layout without fill, tap and decap cells) <==
family                 Yosys count  count (layout)
AND/OR/NAND/NOR                 67              67
multiplexers                     1               1
AND-OR/OR-AND                   34              34
buffers and inverters           22              72
XOR/XNOR                         2               2
other                            1               2
==> routing by layer <==
layer  part of all wire, %  GRT usage (%)  wire [um]  vias up
met5                     0              0          0        -
met4                     0              0          0        0
met3                   7.0           2.17        223        0
met2                    44           13.1       1400       29
met1                    49           11.1       1550      472
li1                      -              -          -      564
==> area by class of cell <==
class | instances | area, um2
inverter | 8 | 30.0
multi-input combinational | 106 | 628
fill | 424 | 2650
tap | 50 | 62.6
timing repair buffer | 64 | 606
==> critical path, cell delays in order <==
cell and delay, ns:
sky130_fd_sc_hd__clkdlybuf4s50_1 0.62, sky130_fd_sc_hd__nor4_1 0.47, sky130_fd_sc_hd__nand2_1 0.16, sky130_fd_sc_hd__or3_1 0.42, sky130_fd_sc_hd__o22ai_1 0.19, sky130_fd_sc_hd__clkdlybuf4s50_1 0.51
Power is estimated from default activity; no workload was simulated.
